===== flow/config.mk =====
export PLATFORM = sky130hd
export DESIGN_NAME = fifo
export DESIGN_NICKNAME = fifo
export VERILOG_FILES = /design/flow/design.v
export SDC_FILE = /design/flow/constraint.sdc
export NUM_CORES = 4
export LEC_CHECK = 1
export CORE_UTILIZATION = 40

===== flow/constraint.sdc =====
current_design fifo

set clk_period 3.1
set clk_io_pct 0.2

create_clock -name clk0 -period $clk_period [get_ports {clk}]

set non_clock_inputs [all_inputs -no_clocks]
set_input_delay [expr $clk_period * $clk_io_pct] -clock clk0 $non_clock_inputs
set_output_delay [expr $clk_period * $clk_io_pct] -clock clk0 [all_outputs]

===== flow/design.v =====
module fifo(
  input wire clk,         
  input wire rst,         
  input wire wr_en,       
  input wire rd_en,       
  input wire [7:0] data_in,   
  output wire [7:0] data_out   
);
  reg [7:0] memory [0:3];   
  reg [2:0] wr_ptr;         
  reg [2:0] rd_ptr;         
  reg [2:0] count;          
  always @(posedge clk or posedge rst) begin
    if (rst) begin
      wr_ptr <= 3'b000;    
      count <= 3'b000;     
    end else if (wr_en) begin
      memory[wr_ptr] <= data_in;   
      wr_ptr <= (wr_ptr + 1) % 4;   
      count <= count + 1;          
    end
  end
  always @(posedge clk or posedge rst) begin
    if (rst) begin
      rd_ptr <= 3'b000;    
    end else if (rd_en && count > 0) begin
      data_out <= memory[rd_ptr];   
      rd_ptr <= (rd_ptr + 1) % 4;   
      count <= count - 1;           
    end
  end
endmodule

===== flow/run.sh =====
#!/bin/bash
# OpenROAD 26Q1-2900-gdf79404cd8, Yosys 0.63+post, stock flow scripts
make -C /OpenROAD-flow-scripts/flow DESIGN_CONFIG=/design/flow/config.mk WORK_HOME=/design/flow/orfs finish

==> results.txt <==
yosys + openroad results -> largest area contributor in the netlist=edfxtp_1, Ys Warns=3, Fail Step=synthesis, Yosys Instances=116, Seq share, synth=74.0%, Synth top area share=65.2%, Err=ERROR: Found 3 problems in 'check -assert'., synth top area cells=edfxtp_1, dfrtp_1, ha_1, a222oi_1, mux2i_1, synthesis area per yosys=1980 um^2, status=did not finish, unique cell type count in the Yosys netlist=18, Yosys reg bits=50
==> cell families after synthesis <==
kind of cell	synth area share [%]
DFF	74.0
xor gates and xnor gates	2.21
muxes	4.80
and+or+nand+nor	2.34
buffers and inverters	4.67
AOI/OAI and AO/OA	4.99
adders and majority gates	6.95
==> cell usage after synthesis, drive strengths merged <==
library cell and number:
nand2 3, xnor2 2, mux2 1, a222oi 8
buf 2, and2 4, inv 17, edfxtp 43
dfrtp 7, nor2 1, o21ai 3, clkbuf 2
nor2b 1, ha 11, mux2i 8, xor2 3
