$ cat flow/config.mk
export PLATFORM = sky130hd
export DESIGN_NAME = lifo_queue
export DESIGN_NICKNAME = lifo_queue
export VERILOG_FILES = /design/flow/design.v
export SDC_FILE = /design/flow/constraint.sdc
export NUM_CORES = 4
export LEC_CHECK = 1
export CORE_AREA = 10 10 113 113
export DIE_AREA = 0 0 123 123
$ cat flow/design.v
module lifo_queue (
  input wire clk,             
  input wire reset,           
  input wire push,            
  input wire pop,             
  input wire [7:0] data_in,   
  output wire [7:0] data_out  
);
  reg [7:0] queue [3:0];      
  reg [1:0] top;               
  always @(posedge clk or posedge reset) begin
    if (reset) begin
      top <= 2'b00;            
      queue[0] <= 8'b0;        
      queue[1] <= 8'b0;
      queue[2] <= 8'b0;
      queue[3] <= 8'b0;
    end else begin
      if (push) begin
        if (top < 2'b11) begin
          top <= top + 1;      
          queue[top] <= data_in;  
        end
      end else if (pop) begin
        if (top > 2'b00) begin
          data_out <= queue[top];  
          top <= top - 1;          
        end
      end
    end
  end
endmodule
$ cat flow/constraint.sdc
current_design lifo_queue

set clk_period 3.3
set clk_io_pct 0.2

create_clock -name clk0 -period $clk_period [get_ports {clk}]

set non_clock_inputs [all_inputs -no_clocks]
set_input_delay [expr $clk_period * $clk_io_pct] -clock clk0 $non_clock_inputs
set_output_delay [expr $clk_period * $clk_io_pct] -clock clk0 [all_outputs]
$ cat flow/run.sh
#!/bin/bash
# OpenROAD 26Q1-2900-gdf79404cd8, Yosys 0.63+post, stock flow scripts
make -C /OpenROAD-flow-scripts/flow DESIGN_CONFIG=/design/flow/config.mk WORK_HOME=/design/flow/orfs finish
==> flow_summary.yaml <==
# implementation run metrics
sta:
  setup_viol: 0
  fin_tns_setup_ns: 0
  final-hold-violation-count: 0
  period_used_pct: 62.9
  finalMaxSlewViolations: 0
  rsz0062_at_grt: "false"
  tightest_slew_ns: 0.724
  fmax_ghz: 0.482
  skew_ns: 0.00572
  period_needed_ns: 2.07
  slew_headroom_pct: 51.7
critical_path:
  critPathMaxStageDelay_ns: 0.46
  arrival_ns: 2.03
  endpoint_kind: "flop"
  worst-path-max-fanout: 10
  rrSetupSlack_ns: 1.23
  reg2reg_depth: 4
  crit_type: "flop to flop"
  crit_cells: 4
  rr_endpoint: "data_out[1]"
  startpoint_type: "flop"
  crit_buf_inv: 1
  path_delay_family: "simple AND/OR/NAND/NOR gates"
  cp_slowest_cell: "ha_1"
  crit_chain: "inv_1 -> ha_1 -> nor3b_2 -> and2_1"
  required_ns: 3.25
  reg2reg_from: "top[0]"
clock_tree:
  cts_tree: "done"
  postCtsHoldBufs: 0
  htreeDepth: 2
  cts_root_buf: "clkbuf_8"
  clock_path_buffers: 2
  clock_latency_ns: 0.29
  postCtsResizedCells: 0
  clk_pin_slew_ns: 0.08
  clock_sinks: 42
  cts_setup_buffers: 0
  cts_buffers: 5
synthesis:
  yosys_cells: 122
  syn_inst: 122
  ys_warn_count: 3
  ys_chip_area_sq_um: 1980
  syn_area_per_cell_sq_um: 16.2
  numSynthFlops: 42
  syn_area_sq_um: 1980
  synth_seq_share_pct: 55.1
  synth_cell_types: 19
job:
  warnings: 29
  maxCapViolations: 0
power_and_ir_drop:
  clkPwrFrac_pct: 14.9
  power.leakage_nw: 1.03
  vdd_drop_max_mv: 0.202
  p_per_area_nw_per_um2: 879
  power_mw: 2.09
  switchingPower_mw: 0.664
  power_frac_comb_pct: 41.2
  swShare_pct: 31.8
  power_frac_seq_pct: 43.8
  p_int_mw: 1.43
place:
  dp_hpwl_um: 2640
  port-buffer-count: 19
  gp_congestion: 0.760
  post-place-cells: 273
die:
  num_rows: 37
  fp-utilization_pct: 19.2
  die_h_um: 123
  core_sq_um: 10300
  io_pins: 20
  die_w_um: 123
  die_area_sq_um: 15100
final_layout:
  final_cells: 281
  syn_to_final_growth_pct: 20.2
  post-route-util_pct: 23.1
  drive_gt1_share_pct: 30.3
grt:
  grt_pass1_vias: 1069
  grt_overflow: 0
  grtUsageTotal_pct: 5.32
  grt_first_pass_wirelength_um: 6220
  grt_max_degree: 35
  antenna_found_initial: 0
route:
  ant_nets: 0
  vias_per_cell: 3.84
  drt_iter0_markers: 74
  wl_per_cell_um: 14.3
  vias: 1080
  antennaDiodeCount: 0
  post-route-drc-count: 0
  dr.pass1.iters: 4
  wirelength_um: 4020
worst_hold_path:
  holdPathEnd: "queue[2][1]"
  min_from: "queue[2][1]"
  holdCritPathClass: "flop to flop"
  whs_path_depth: 1
status:
  outcome: "completed"
[area by class of cell]
type                    count  area, sq um
repair buffers             20          198
flip-flops and latches     42         1090
clock inverters             2         8.76
fillers                  1070         7940
inverters                  11         41.3
multi-input cells          64          798
well taps                 136          170
clock buffers               6         72.6
[cell usage in the layout, fill, tap and decap left out, drive strengths merged]
master and count:
inv 11, a222oi 8, nand2 3, nor2 1, mux2 32, nor3b 1, dfrtp 34, edfxtp 8
nor2b 2, xnor2 1, nand3 1, clkinv 2, a221oi 1, clkbuf 6, and2 1, ha 5
buf 1, clkdlybuf4s50 19, mux2i 8
[registers in the layout, indices dropped and copies added (netlist names)]
signal and cells:
data_out 8, queue 32, top 2
[per-stage QoR]
step	setup WS [ns]	hold WS (ns)	cell area [sq um]
global placement	1.10	0.490	2300
global route	1.10	0.521	2380
CTS	1.22	0.514	2380
finish	1.23	0.513	2380
floorplan	1.19	0.479	1980
detailed placement	1.08	0.493	2300
[Yosys cell counts, drive strengths merged]
master  number  area (sq um)
ha           5          62.6
nand2        3          60.1
nor2         1          3.75
dfrtp       34           851
mux2i        8          80.1
inv         11          41.3
a221oi       1          8.76
edfxtp       8           240
a222oi       8          80.1
and2         1          6.26
xnor2        1          8.76
nor3b        1          12.5
nor2b        2          20.0
buf          5          48.8
nand3        1          5.00
mux2        32           450
[worst max path at each step]
| stage | startpoint | slack, ns | endpoint |
|---|---|---|---|
| finish | top[0] | 1.23 | data_out[1] |
| global route | top[0] | 1.10 | data_out[2] |
| CTS | top[0] | 1.22 | data_out[3] |
[routing by layer]
metal  up-vias  share of wire [%]  GRT usage [%]
met5         -                  0              0
met4         0                1.2          0.873
met3         4                7.9           2.04
met2        40                 44           7.56
met1       549                 47           7.72
li1        487                  -              -
[power by group through the flow]
stage / Sequential [mW] / Clock (mW) / Combinational (mW)
after global routing: 0.946 / 0.353 / 0.933
final: 0.917 / 0.313 / 0.863
after CTS: 0.916 / 0.323 / 0.870
[kinds of logic after synthesis]
logic type | Yosys count | share of synthesized area, %
AND-OR/OR-AND | 9 | 4.49
XOR/XNOR | 1 | 0.443
adder cells (fa/ha/maj) | 5 | 3.16
buffers and inverters | 16 | 4.55
flip-flops | 42 | 55.1
multiplexers | 40 | 26.8
AND/OR/NAND/NOR | 9 | 5.44
