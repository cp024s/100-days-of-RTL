File: flow/design.v
module FibonacciGenerator (
    input wire clk,          
    input wire rst,          
    output reg [31:0] fib   
);
reg [31:0] current, next;
reg [31:0] fib_1, fib_2;
always @(posedge clk or posedge rst) begin
    if (rst) begin
        current <= 1;    
        next <= 1;       
        fib_1 <= 0;      
        fib_2 <= 0;      
    end else begin
        current <= next;  
        next <= current + fib_1;  
        fib_1 <= current;  
        fib_2 <= fib_1;    
    end
end
assign fib = current;  
endmodule
File: flow/constraint.sdc
current_design FibonacciGenerator

set clk_period 13.7
set clk_io_pct 0.2

create_clock -name clk0 -period $clk_period [get_ports {clk}]

set non_clock_inputs [all_inputs -no_clocks]
set_input_delay [expr $clk_period * $clk_io_pct] -clock clk0 $non_clock_inputs
set_output_delay [expr $clk_period * $clk_io_pct] -clock clk0 [all_outputs]
File: flow/config.mk
export PLATFORM = sky130hd
export DESIGN_NAME = FibonacciGenerator
export DESIGN_NICKNAME = FibonacciGenerator
export VERILOG_FILES = /design/flow/design.v
export SDC_FILE = /design/flow/constraint.sdc
export NUM_CORES = 4
export LEC_CHECK = 1
export CORE_UTILIZATION = 40
File: flow/run.sh
#!/bin/bash
# OpenROAD 26Q1-2900-gdf79404cd8, Yosys 0.63+post, stock flow scripts
make -C /OpenROAD-flow-scripts/flow DESIGN_CONFIG=/design/flow/config.mk WORK_HOME=/design/flow/orfs finish
==> flow_metrics.tcl <==
# flow metrics
set metrics [dict create \
    status "finished, final reports clean" \
    ys_chip_area_um2 4450 \
    tightest_slew_ns 0.652 \
    period_used_share 0.300 \
    dieArea_um2 11600 \
    max_freq_ghz 0.244 \
    mux_area_frac 0.0115 \
    finalSetupViolations 0 \
    hold_violations 0 \
    fin_skew_ns 0.00736 \
    ys_sh_simple 0.106 \
    cpMaxStageDelayCell "dfstp_2" \
    cts.clk_slew.worst_paths_ns 0.09 \
    crit_type "flop to output pin" \
    cts_buffers 9 \
    xor_area_frac 0.0452 \
    syn_area_per_cell_um2 12.0 \
    top_layer "met4" \
    pre_cts_ws_ns 9.40 \
    crit_chain "clkdlybuf4s50_1" \
    syn_to_final_growth_pct 14.3 \
    crit_path_end_kind "output pin" \
    cts.root.buffer_cell "clkbuf_8" \
    setup_slack_ns 9.59 \
    cts_setup_buffers 0 \
    cts-resized-gates 0 \
    slew_headroom 0.565 \
    worstPathArrival_ns 1.37 \
    grt_pass1_vias 2780 \
    drc 0 \
    slew_violations 0 \
    rows 38 \
    n_antenna_cell 0 \
    antenna_found_initial 0 \
    cts_tree "built" \
    fin_util 0.470 \
    clkLatencyLatePin_ns 0.36 \
    drt_iter0_drc 138 \
    fin_crit_ns 4.11 \
    syn-cell-area_um2 4450 \
    grt_usage 0.155 \
    peakVddDrop_v 0.0000803 \
    cap_violations 0 \
    port_buffers 33 \
    powerDensity_nw_per_um2 93.5 \
    synthTopLogicFamily "AND-OR/OR-AND gates" \
    htree_levels 3 \
    rsz0062_at_grt "false" \
    finalPower_mw 0.476 \
    yosysUniqueCellTypes 68 \
    ys_sh_adder 0.0916 \
    ys.warnings.count 2 \
    grt_max_degree 56 \
    p_leak_nw 2.56 \
    drive_above_1_share 0.0825 \
    die_h_um 108 \
    ys_seq_frac 0.540 \
    critPathBufInv 1 \
    fin_setup_tns_ns 0 \
    vias_per_cell 5.22 \
    io_pins 34 \
    warnings 25 \
    synthAoiAreaFrac 0.176 \
    critPathMaxFanout 3 \
    hold_path.class "flop to flop" \
    core_um2 10800 \
    critical-path-max-stage-delay_ns 0.55 \
    ff_type "dfrtp_1" \
    grt-ovfl-total 0 \
    antenna_left 0 \
    ys_ff 96 \
    syn_inst 372 \
    ys_cells 372 \
    drt-met1-wl_mm 4.15 \
    cts_buffer_depth 2 \
    fp_util 0.411 \
    cts.sinks 96 \
    ctsHoldBuffers 0 \
    die_w_um 108 \
    wl_mm 7.87 \
    synthArstFlopShare 1.00 \
    crit_family "flip-flops" \
    met3_length_um 279 \
    avgRoutedWirePerCell_um 14.3 \
    dr.pass1.iters 4 \
    required_ns 10.96 \
    grt_pass1_wl_mm 13.8 \
    synth-edff-count 0 \
    hpwlAfterDp_mm 5.63 \
    dr_wl_met2_mm 3.34 \
    setup.worst_path.start_class "flop" \
    gp_congestion 0.838 \
    vias 2884 \
]
[cell usage in the layout (no fill, tap or decap), types with 4 or more instances in the layout]
| master | instances |
|---|---|
| dfrtp_1 | 94 |
| clkdlybuf4s50_1 | 33 |
| ha_1 | 31 |
| a21oi_1 | 28 |
| nand2_1 | 20 |
| nor2_1 | 20 |
| a21o_1 | 14 |
| xnor2_1 | 13 |
| inv_1 | 11 |
| o21ai_0 | 11 |
| xor2_1 | 10 |
| clkbuf_8 | 10 |
| nand3_1 | 8 |
| a211oi_1 | 6 |
| nand4_1 | 5 |
| o211ai_1 | 5 |
| and4_1 | 5 |
| o21a_1 | 4 |
| nand2b_1 | 4 |
| nor3_1 | 4 |
| mux2i_1 | 4 |
[report_power, final]
group,internal [mW],leakage [nW],switching (mW),total [mW]
logic,0.000497,1.13,0.00511,0.00561
registers,0.283,1.33,0,0.283
clock network,0.0899,0.0989,0.0971,0.187
total,0.373,2.56,0.102,0.476
[logic make-up (layout without fill, tap and decap cells)]
| family | after synthesis | in the layout |
|---|---|---|
| AOI/OAI and AO/OA | 107 | 107 |
| xor gates and xnor gates | 23 | 23 |
| adders and majority gates | 32 | 32 |
| buffers and inverters | 22 | 62 |
| DFF | 96 | 96 |
| muxes | 5 | 5 |
| and+or+nand+nor | 87 | 87 |
[path summary, 6_finish.rpt]
path | from | to | slack, ns | cells past startpoint
setup / recovery | current[0]$_DFF_PP1_ | fib[0] | 9.59 | 1
hold / removal | next[22]$_DFF_PP0_ | current[22]$_DFF_PP0_ | 0.35 | 0
setup reg to reg | current[0]$_DFF_PP1_ | next[30]$_DFF_PP0_ | 10.95 | 8
hold reg to reg | next[22]$_DFF_PP0_ | current[22]$_DFF_PP0_ | 0.35 | 0
max in group asynchronous | rst | current[18]$_DFF_PP0_ | 9.91 | 3
min in group asynchronous | rst | current[25]$_DFF_PP0_ | 2.75 | 2
[metrics by stage]
step | hold WS [ns] | cells | instance area [um^2]
2_1_floorplan | 0.331 | 372 | 4450
3_3_place_gp | 0.332 | 536 | 4880
3_5_place_dp | 0.335 | 536 | 4880
4_1_cts | 0.356 | 552 | 5090
5_1_grt | 0.362 | 552 | 5090
6_report | 0.353 | 552 | 5090
[sequential cells by signal, summed over array words and instances (netlist names)]
signal / count
next: 32
fib_1: 32
current: 32
[routing by layer]
metal / GRT usage / up-vias
met3: 0.0309 / 7
met4: 0.0186 / 0
met1: 0.263 / 1383
met2: 0.221 / 55
met5: 0 / -
li1: - / 1439
[area by class of cell]
cell class | instances | area [um^2]
flip-flops and latches | 96 | 2400
clock buffers | 10 | 138
repair buffers | 34 | 338
inverters | 12 | 47.5
fillers | 1007 | 5750
clock inverters | 6 | 67.6
multi-input cells | 254 | 1920
well taps | 140 | 175
[cells in the mapped netlist, types with 6 or more instances]
cell type   n  area [um^2]
a21oi_1    28          140
a211oi_1    6         45.0
a21o_1     14          105
ha_1       31          388
inv_1      12         45.0
nand2_1    20         75.1
nand3_1     8         40.0
nor2_1     20         75.1
xnor2_1    13          114
dfrtp_1    94         2350
o21ai_0    11         55.1
xor2_1     10         87.6
Power is estimated from default activity; no workload was simulated.
